==> flow/design.v <==
`timescale 1ns / 1ps
module hammingDistance #(
    parameter BIT_WIDTH                      = 512,
    parameter LOG_BIT_SIZE                   = 9,
    parameter THRESHOLD                      = 32,
    parameter PIPELINE_PROFILE               = {LOG_BIT_SIZE{1'b0}},  
    parameter NUM_PIPELINE_STAGES            = 0
) (
    input clk,
    input rstb,
    input valid,
    input wnr,
    input [BIT_WIDTH - 1 : 0] vector,
    input [BIT_WIDTH - 1 : 0] address,
    output [BIT_WIDTH - 1 : 0] addressPipelined,
    output decisionReady,
    output wnrDelayed,
    output hit
);
genvar p;
generate
    if (NUM_PIPELINE_STAGES > 0) begin:pipelineStages
        reg [1 : 0] pipe[0 : NUM_PIPELINE_STAGES - 1];
        reg [BIT_WIDTH - 1 : 0] addressPipeline[0 : NUM_PIPELINE_STAGES - 1];
        for (p = 0; p < NUM_PIPELINE_STAGES; p = p + 1) begin:pipeStages
            always @(posedge clk or negedge rstb) begin
                if (~rstb) begin
                    pipe[p] <= 2'b0;
                    addressPipeline[p] <= {BIT_WIDTH{1'b0}};
                end
                else begin
                    pipe[p] <= (p == 0) ? {valid, wnr} : pipe[p - 1];
                    addressPipeline[p] <= (p == 0) ? vector : addressPipelined[p - 1];
                end
            end
        end
        assign {decisionReady, wnrDelayed} = pipe[NUM_PIPELINE_STAGES - 1];
        assign addressPipelined = addressPipeline[NUM_PIPELINE_STAGES - 1];
    end
    else begin:noPipelineStages
        assign {decisionReady, wnrDelayed} = {valid, wnr};
        assign addressPipelined = vector;
    end
endgenerate
genvar k, l, m;
generate
    for (k = 0; k <= LOG_BIT_SIZE; k = k + 1) begin:hammingLoop  
        reg [k : 0] sums[0 : BIT_WIDTH/{1'b1, {(k){1'b0}}} - 1];  
        if (k == 0) begin:zeroCaseSpecialCase
            for (l = 0; l < BIT_WIDTH/{1'b1, {(k){1'b0}}}; l = l + 1) begin:innerLoop
                if (PIPELINE_PROFILE[0] == 0) begin
                    always@* sums[l] <= vector[l] ^ address[l];
                end
                else begin
                    always @(posedge clk or negedge rstb) begin
                        if (~rstb) begin
                            sums[l] <= {BIT_WIDTH/{1'b1, {(k){1'b0}}}{1'b0}};
                        end
                        else begin
                            sums[l] <= vector[l] ^ address[l];
                        end
                    end
                end
            end
        end
        else begin:allOtherCases
            for (m = 0; m < BIT_WIDTH/{1'b1, {(k){1'b0}}}; m = m + 1) begin:innerLoop
                if (PIPELINE_PROFILE[k] == 0) begin
                    always@* sums[m] = hammingLoop[k - 1].sums[2 * (m + 1) - 1] + hammingLoop[k - 1].sums[2 * m]; 
                end
                else begin
                    always @(posedge clk or negedge rstb) begin
                        if (~rstb) begin
                            sums[m] <= {BIT_WIDTH/{1'b1, {(k){1'b0}}}{1'b0}};
                        end
                        else begin
                            sums[m] <= hammingLoop[k - 1].sums[2 * (m + 1) - 1] + hammingLoop[k - 1].sums[2 * m]; 
                        end
                    end
                end
            end
        end
    end
endgenerate
assign hit = hammingLoop[LOG_BIT_SIZE].sums[0] <= THRESHOLD;
endmodule
`timescale 1ps / 1ps
module memCell #(
    parameter BIT_WIDTH            = 512,
    parameter LOG_BIT_SIZE         = 9,
    parameter THRESHOLD            = 32,
    parameter HYSTERISIS           = 8,
    parameter HYSTERISIS_THRESHOLD = 25,
    parameter COUNTER_WIDTH        = 8
) (
    input clk,
    input rstb,
    input [BIT_WIDTH - 1 : 0] address,
    input valid,
    input wnr,
    input setAddress,
    input otherHit,
    output [BIT_WIDTH - 1 : 0] rdata,
    output decisionValid,
    output decisionSuccess,
    output reg locationEmpty,
    output locationStrong,
    output hit
);
reg [BIT_WIDTH - 1 : 0]                    softLocation;
reg [1 : 0]                                state;
wire                                       hammingDistanceReady;
wire                                       wnrDelayed;
wire                                       hammingHit;
reg                                        rdMemDelayed;
wire [BIT_WIDTH - 1 : 0]                   addressPipelined;
reg [BIT_WIDTH - 1 : 0]                    addressDelayed;
wire [BIT_WIDTH - 1 : 0]                   decisionPerBit;
reg [COUNTER_WIDTH * BIT_WIDTH - 1 : 0]    mem;
reg [COUNTER_WIDTH * BIT_WIDTH - 1 : 0]    new_data;
wire                                       modifyMem;
wire [BIT_WIDTH - 1 : 0]                   strength;
wire                                       locationStrong;
hammingDistance #(
    .BIT_WIDTH(BIT_WIDTH),
    .LOG_BIT_SIZE(LOG_BIT_SIZE),
    .THRESHOLD(THRESHOLD),
    .PIPELINE_PROFILE(0),
    .NUM_PIPELINE_STAGES(0)
) distance (
    .clk(clk),
    .rstb(rstb),
    .valid(valid),
    .wnr(wnr),
    .vector(address),
    .address(softLocation),
    .decisionReady(hammingDistanceReady),
    .wnrDelayed(wnrDelayed),
    .hit(hammingHit),
    .addressPipelined(addressPipelined)
);
assign hit           = hammingHit & ~locationEmpty;
assign decisionValid = hammingDistanceReady;
always @(posedge clk or negedge rstb) begin
    if (~rstb) begin
        locationEmpty <= 1'b1;
    end
    else begin
        if (setAddress) begin
            locationEmpty <= 1'b0;
        end
        else begin
            if (hit & otherHit & hammingDistanceReady & wnrDelayed & ~(&strength)) locationEmpty <= 1'b1;  
        end
    end
end
assign modifyMem = setAddress | ((hit & ~otherHit) & wnrDelayed & hammingDistanceReady);
always @(posedge clk) begin
    if (modifyMem) begin
        mem <= new_data;
    end
end
genvar k;
generate
    for (k = 0; k < BIT_WIDTH; k = k + 1) begin:strengthLoop
        assign strength[k] = mem[(k + 1) * COUNTER_WIDTH - 1] ? -mem[(k + 1) * COUNTER_WIDTH - 1 : k * COUNTER_WIDTH] >= HYSTERISIS : mem[(k + 1) * COUNTER_WIDTH - 1 : k * COUNTER_WIDTH] >= HYSTERISIS;
    end
endgenerate
genvar l;
generate
    for (l = 0; l < BIT_WIDTH; l = l + 1) begin:writeDataLoop
        wire [7 : 0] negMemContents = ~mem[(l + 1) * COUNTER_WIDTH - 1 : l * COUNTER_WIDTH] + {{(COUNTER_WIDTH - 2){1'b0}}, 2'b10};
        always @* begin
            if (setAddress) begin
                new_data[(l + 1) * COUNTER_WIDTH - 1 : l * COUNTER_WIDTH] <= addressPipelined[l] ? {{(COUNTER_WIDTH - 1){1'b0}}, 1'b1} : {(COUNTER_WIDTH){1'b1}};  
            end
            else begin
                if (addressPipelined[l]) begin
                    if ((~mem[(l + 1) *COUNTER_WIDTH - 1]) && (mem[(l + 1) * COUNTER_WIDTH - 1 : l * COUNTER_WIDTH] + {{(COUNTER_WIDTH - 1){1'b0}}, 1'b1} > HYSTERISIS_THRESHOLD)) begin
                        new_data[(l + 1) * COUNTER_WIDTH - 1 : l * COUNTER_WIDTH] <= HYSTERISIS_THRESHOLD;
                    end
                    else begin
                        new_data[(l + 1) * COUNTER_WIDTH - 1 : l * COUNTER_WIDTH] <= mem[(l + 1) * COUNTER_WIDTH - 1: l * COUNTER_WIDTH] + 1;
                    end
                end
                else begin
                    if ((mem[(l + 1) * COUNTER_WIDTH - 1]) && (negMemContents > HYSTERISIS_THRESHOLD)) begin
                        new_data[(l + 1) * COUNTER_WIDTH - 1 : l * COUNTER_WIDTH] <= -HYSTERISIS_THRESHOLD;
                    end
                    else begin
                        new_data[(l + 1) * COUNTER_WIDTH - 1 : l * COUNTER_WIDTH] <= mem[(l + 1) * COUNTER_WIDTH - 1: l * COUNTER_WIDTH] - 1;
                    end
                end
            end
        end
        always @(posedge clk or negedge rstb) begin
            if (~rstb) begin
                softLocation[l] <= 1'b0;
            end
            else begin
                if (setAddress) begin
                    softLocation[l] <= addressPipelined[l];  
                end
                else begin
                    if (modifyMem) begin  
                        softLocation[l] <=  (~new_data[(l + 1) * COUNTER_WIDTH - 1]) && new_data[(l + 1) * COUNTER_WIDTH - 1 : l * COUNTER_WIDTH] >= HYSTERISIS ? 1'b1 : 
                                          (new_data[(l + 1) * COUNTER_WIDTH - 1]) && -new_data[(l + 1) * COUNTER_WIDTH - 1 : l * COUNTER_WIDTH] >= HYSTERISIS ? 1'b0 :
                                           softLocation[l];
                    end
                end
            end
        end
        assign decisionPerBit[l] = mem[(l + 1) * COUNTER_WIDTH - 1] ? (-mem[(l + 1) * COUNTER_WIDTH - 1 : l * COUNTER_WIDTH] >= HYSTERISIS) :
                                                                          mem[(l + 1) * COUNTER_WIDTH - 1 : l * COUNTER_WIDTH] >= HYSTERISIS;
        assign rdata[l]          = ~mem[(l + 1) * COUNTER_WIDTH - 1] & hit & decisionValid;  
    end
endgenerate
assign decisionSuccess = &decisionPerBit;
endmodule
==> flow/run.sh <==
#!/bin/bash
# OpenROAD 26Q1-2900-gdf79404cd8, Yosys 0.63+post, stock flow scripts
make -C /OpenROAD-flow-scripts/flow DESIGN_CONFIG=/design/flow/config.mk WORK_HOME=/design/flow/orfs finish
==> flow/config.mk <==
export PLATFORM = sky130hd
export DESIGN_NAME = memCell
export DESIGN_NICKNAME = memCell
export VERILOG_FILES = /design/flow/design.v
export SDC_FILE = /design/flow/constraint.sdc
export NUM_CORES = 4
export LEC_CHECK = 1
export CORE_UTILIZATION = 50
==> flow/constraint.sdc <==
current_design memCell

set clk_period 278.5
set clk_io_pct 0.2

create_clock -name clk0 -period $clk_period [get_ports {clk}]

set non_clock_inputs [all_inputs -no_clocks]
set_input_delay [expr $clk_period * $clk_io_pct] -clock clk0 $non_clock_inputs
set_output_delay [expr $clk_period * $clk_io_pct] -clock clk0 [all_outputs]
==> design notes <==
The timing report gives the worst reg2reg path a setup slack of 262.46 ns. The final report lists a non-filler cell total of 71.1k. The post-synth tally of flip-flops with integrated enable was 4096; the overall die area was 0.951 sq mm. Looking at the critical path, the single cell with the biggest stage delay is fa_1.

The average instance in the mapped netlist occupies 8.01 sq um. The number of search-and-repair iterations in the first detailed-routing pass is 23. The run gives 0 as the hold-fix buffer count after cts.

The final cycle utilization of the critical path came out at 45.1%. Among the non-sequential cells, AND-OR/OR-AND gates take the most area. The first global-routing pass estimated 2520000 um of wire.

The count of maximum capacitance violations is 0. For this run, the leading register cell type out of synthesis is edfxtp_1. Summing over every cut layer, the via total after detailed routing is 437k. After clock tree synthesis, the setup repair step added 0 buffers.

In this run the worst hold path is classified as reg -> reg. RePlAce ended its routability-driven mode at a weighted congestion of 1.01. With the core box area at 0.944 sq mm, the pin slew with the least headroom to its limit is 1.04 ns. The most numerous cell type found on the critical path is fa_1. Sequential elements use 28.7% of the synthesized area. The data required time at the worst endpoint is 222.80 ns.

The adder-cell share of the synthesized area is 10.7%. The number of clock sinks came to 4609. The fraction of synthesized cell area in xor and xnor cells was 8.86%.

The average wire per cell in the routed design is 23.8 um. With the fmax at 7.96 MHz, the multiplexer fraction of the synthesized cell area is 0.739%. Counting flops and latches in the post-synthesis netlist gives 4609. The HPWL reported at the end of detailed placement is 1290000 um.

The run gives 113 as the number of library cell types mapped by synthesis. The number of pins exceeding their max-slew limit in the final report is 0, and the number of cell instances on the worst register-to-register path is 34. The synthesized netlist was found by Yosys to have 59.1k cells. The gate count of the mapped netlist was 59.1k.

With the combined flip-flop and latch cell area at 0.136 sq mm, the mapped cell area is 0.473 sq mm. Per the OpenROAD floorplan log, the height of the die is 975 um. The maximum number of pins on one net before global-route repair was 114; the global routing usage summed across all routing layers was 36.2%. The launching point of the worst reg2reg path was softLocation[12]$_DFFE_PN0P_. The largest area contributor in the synthesized netlist is edfxtp_1.

Per the synth stats, the proportion of register bits with asynchronous set or reset is 11.1%. TritonCTS built the clock tree. The initialized floorplan defines 357 standard-cell rows.

For this run the top cell type by instance count after synthesis was nor2_1. The number of I/O port buffers is 1033. The tools report the number of nets still failing antenna checks after routing as 0. The area fraction of the largest cell type after synthesis is 26.0%.

Wires add up to 1690000 um. The routed design could run at a clock period as short as 125.69 ns. The synthesized netlist has a Yosys-reported chip area of 0.473 sq mm.

Of the cells placed in the final design, the portion with a size suffix greater than 1 is 5.64%. Across all setup checks in the final design, the least slack found is 152.81 ns. Cell chosen for the clock root: clkbuf_16. The final setup TNS was 0 ns; the stage delay of the slowest cell on the critical path was 0.95 ns.

The clock passes through at most 5 buffers. Endpoints with negative setup slack in the final report add up to 0. At the floorplan stage, the core utilization is reported as 50.1%.

The run gives 402k for the number of global-route vias before repair. Hold-critical path depth: 1. The run gives 307 as the number of antenna violations at the first check in global routing.

The run gives 83.7k for the tally of filler cells in the layout. Per the CTS log, the maximum H-tree level is 6. Type of the setup path with the least slack: in -> out. The run gives 82 for the largest fanout on the critical path. The worst clock skew on the final layout was 0.0585 ns. Timing analysis after detailed placement gives a worst setup slack of 152.93 ns. The flow ran to the end, and the final reports show no timing, DRC or antenna violations. Per the synthesis report, the simple-gate share of the synthesized area is 21.2%. The origin of the worst min-delay path is softLocation[455]$_DFFE_PN0P_.

The worst endpoint data arrival time is 69.99 ns, and the area used by multi-input combinational logic is 0.308 sq mm. The finished layout reports a core utilization of 54.6%. The run gives 1.10 ns as the source-to-sink clock delay at the later pin of the worst-skew pair.

The worst setup path is launched from a primary input. The via density per instance is 6.14, and the CTS buffer count is 632. The global route stage reports its total congestion overflow as 0. The path with the worst hold slack has its endpoint at softLocation[455]$_DFFE_PN0P_. The DRC violation total left in the routed layout is recorded as 0. STA classifies the critical path endpoint as an output pin. Detailed-route iteration 0 reported a violation count of 37.9k. Setup repair after global routing left no endpoint under its margin. STA lists the endpoint of the worst register-to-register path as mem[3521]$_DFFE_PP_. The signed area change from the synthesized netlist to the final layout was 8.91%; the cell resize tally after clock tree synthesis was 0.

The die span in x is 975 um. Sorting the synthesized cells by how often they occur yields nor2_1 (5673), nand2_1 (5156), inv_1 (4169). After Yosys synthesis, AND-OR and OR-AND compound gates account for 23.2% of the synthesized area. The cell count after placement is 69.7k, and the clock input transition at the sequential cells of the worst setup and hold paths is 0.06 ns. The remaining max-slew budget at the tightest pin came out at 30.4%. The stage logs contain a warning count of 1052. The count of warnings emitted by yosys is 13.

The synthesis report lists the most area-consuming cells as edfxtp_1 (26%), ha_1 (8.6%), xnor2_1 (5.7%). In the final report, the number of hold violations comes to 0. Boundary pin count: 1035.
## registers in the layout, indices dropped and copies added, names as in the netlist
signal / cells
locationEmpty: 1
softLocation: 512
mem: 4096
## kinds of logic after synthesis
group | count (synthesis)
AND-OR/OR-AND | 16800
AND/OR/NAND/NOR | 20600
XOR/XNOR | 4790
adder cells (fa/ha/maj) | 3736
flip-flops | 4609
other | 1
buffers and inverters | 8306
multiplexers | 340
## stage by stage
| stage | cell area [sq um] | hold slack (ns) |
|---|---|---|
| detailed placement | 494000 | 0.487 |
| finish | 516000 | 0.505 |
| global placement | 494000 | 0.490 |
| floorplan | 473000 | 0.458 |
| global route | 515000 | 0.512 |
| CTS | 515000 | 0.507 |
## worst max path at each step
stage / from / cells past startpoint / endpoint / slack (ns)
4_1_cts: address[12] / 33 / rdata[100] / 152.88
5_1_grt: address[12] / 33 / rdata[173] / 152.26
6_report: address[12] / 33 / rdata[6] / 152.81
## final cells by class
type                            count  area share (%)
Sequential cell                  4609            26.3
Clock buffer                      837            3.41
Multi-Input combinational cell  46200            59.7
Timing Repair Buffer             2121            3.64
Clock inverter                    303           0.690
Inverter                         4189            3.05
Tap cell                        12600            3.05
Antenna cell                      262           0.127
## critical path, delay by kind of cell
kind                     cells  cell delay [ns]
adder cells (fa/ha/maj)     15             8.26
AND/OR/NAND/NOR              5             1.39
XOR/XNOR                     1             0.32
buffers and inverters       10             3.50
AND-OR/OR-AND                2             0.52
## per-layer routing
layer | up-vias | GRT usage (%) | part of all wire (%)
li1 | 211000 | - | -
met1 | 206000 | 48.0 | 39
met2 | 16700 | 48.5 | 40
met3 | 3046 | 17.3 | 13
met4 | 206 | 22.6 | 8.1
met5 | - | 0 | 0.13
## cells in the final DEF (no fill, tap or decap), drive strengths merged, types with 341 or more instances in the layout
cell type      count
o21ai           4104
edfxtp          4096
a21oi           3783
o21bai           507
nor3            1597
a21o             609
or3              637
ha              3238
nand2           5156
xnor2           3095
nor2b            781
nand2b           655
xor2            1695
o211ai           550
nor3b            525
a21boi           395
inv             4183
o22ai            643
nor4             474
buf             1090
a31oi           1078
and2             341
nand4            658
o31ai            615
dfrtp            512
nor2            5677
nand3           1982
clkbuf           837
clkdlybuf4s50   1031
or2              483
fa               495
and3             520
